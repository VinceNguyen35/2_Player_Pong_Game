==> design/flow/design.v <==
`timescale 1ns / 1ps
module AISO(
    input   clk,
    input   rst,
    output  Reset_S
    );
    reg    Qok, Qmeta;
    assign  Reset_S = ~Qok;
    always @(posedge clk, posedge rst)
        if(rst)
            Qmeta <= 1'b0;
        else
            Qmeta <= 1'b1;
    always @(posedge clk)
        Qok <= Qmeta;
endmodule
`timescale 1ns / 1ps
module Horizontal_Scan_Count(
    input               clk_100MHz,
    input               clk_VGA,
    input               rst,
    output  reg         h_sync,
    output  reg         h_scan,
    output  reg         h_vid_on,
    output  reg [9:0]   H_count
    );
    reg     [9:0]   D;
    always @(posedge clk_100MHz, posedge rst)
        if(rst)
            H_count <= 10'b0;
        else
            H_count <= D;
    always @(*) begin
        case({clk_VGA,h_scan})
            2'b00:      D = H_count;
            2'b01:      D = H_count;
            2'b10:      D = H_count + 10'b0000000001;
            2'b11:      D = 10'b0;
            default:    D = 10'b0;
        endcase
        if(H_count == 799)
            h_scan = 1'b1;
        else
            h_scan = 1'b0;
        h_sync =    ~((H_count > 655)  & (H_count < 752));
        h_vid_on =   ((H_count == 0)   | (H_count < 640));
    end      
endmodule
`timescale 1ns / 1ps
module Pixel_Generation(
    input               clk,
    input               rst,
    input               refr_tick,
    input               incdec1,
    input               incdec2,
    input               video_on,
    input       [9:0]   pixel_x,
    input       [9:0]   pixel_y,
    output  reg [11:0]  RGB
    );
    reg         [9:0]   paddle_top1;
    reg         [9:0]   paddle_top2;
    reg         [9:0]   ball_left;
    reg         [9:0]   ball_top;
    reg                 ball_goingRight;
    reg                 ball_goingDown;
    always @(posedge clk, posedge rst) begin
        if(rst) begin
            paddle_top1 <= 10'd204;
            paddle_top2 <= 10'd204;
            ball_left <= 10'd36;
            ball_top <= 10'd0;
            ball_goingRight <= 1'b1;
            ball_goingDown <= 1'b1;
        end
        else    if(refr_tick) begin
                    if((~incdec1) && (paddle_top1 != 408))
                        paddle_top1 <= paddle_top1 + 10'd4;
                    if(incdec1 && (paddle_top1 != 0))
                        paddle_top1 <= paddle_top1 - 10'd4;
                    if((~incdec2) && (paddle_top2 != 408))
                        paddle_top2 <= paddle_top2 + 10'd4;
                    if(incdec2 && (paddle_top2 != 0))
                        paddle_top2 <= paddle_top2 - 10'd4;
                    if(ball_top == 0)
                        ball_goingDown <= 1'b1;
                    if(ball_top == 472)
                        ball_goingDown <= 1'b0;
                    if(((ball_left + 10'd8) == 600)) begin
                        if((ball_top > paddle_top1) && (ball_top < (paddle_top1 + 72)))
                            ball_goingRight <= 1'b0;
                        else    if(ball_left == 632) begin
                                    paddle_top1 <= 10'd204;
                                    paddle_top2 <= 10'd204;
                                    ball_left <= 10'd36;
                                    ball_top <= 10'd0;
                                    ball_goingRight <= 1'b1;
                                    ball_goingDown <= 1'b1;
                                end
                    end
                    if((ball_left == 36)) begin
                        if((ball_top > paddle_top2) && (ball_top < (paddle_top2 + 72)))
                            ball_goingRight <= 1'b1;
                        else    if(ball_left == 0) begin
                                    paddle_top1 <= 10'd204;
                                    paddle_top2 <= 10'd204;
                                    ball_left <= 10'd36;
                                    ball_top <= 10'd0;
                                    ball_goingRight <= 1'b1;
                                    ball_goingDown <= 1'b1;
                                end
                    end
                    case({ball_goingRight, ball_goingDown})
                        2'b00:      {ball_left, ball_top} <= {ball_left - 10'd4, ball_top - 10'd4};
                        2'b01:      {ball_left, ball_top} <= {ball_left - 10'd4, ball_top + 10'd4};
                        2'b10:      {ball_left, ball_top} <= {ball_left + 10'd4, ball_top - 10'd4};
                        2'b11:      {ball_left, ball_top} <= {ball_left + 10'd4, ball_top + 10'd4};
                        default:    {ball_left, ball_top} = {ball_left, ball_top};
                    endcase
                end
    end
    always @(*) begin
        if(~video_on)
            RGB = 12'b0;
        else if((pixel_x > 599) && (pixel_x < 604) && (pixel_y > paddle_top1) && (pixel_y < (paddle_top1 + 10'd72)))
            RGB = 12'b1111_1111_0000;
        else if((pixel_x > 31) && (pixel_x < 36) && (pixel_y > paddle_top2) && (pixel_y < (paddle_top2 + 10'd72)))
            RGB = 12'b1111_0000_1111;
        else if((pixel_x > ball_left) && (pixel_x < (ball_left + 10'd8)) && (pixel_y > ball_top) && (pixel_y < (ball_top + 10'd10)))
            RGB = 12'b1111_0000_0000;
        else
            RGB = 12'b0;
    end
endmodule
`timescale 1ns / 1ps
module Top_Level(
    input           clk,
    input           rst,
    input           incdec1,
    input           incdec2,
    output          h_sync,
    output          v_sync,
    output  [11:0]  RGB
    );
    wire            Reset_S, video_on, refr_tick;
    wire    [9:0]   pixel_x, pixel_y;
    AISO                u0( .clk(clk),
                            .rst(rst),
                            .Reset_S(Reset_S));
    VGA_Sync            u1( .clk(clk),
                            .rst(Reset_S),
                            .h_sync(h_sync),
                            .v_sync(v_sync),
                            .pixel_x(pixel_x),
                            .pixel_y(pixel_y),
                            .video_on(video_on));
    clk_60Hz            u2( .clk(clk),
                            .rst(Reset_S),
                            .refr_tick(refr_tick));
    Pixel_Generation    u3( .clk(clk),
                            .rst(Reset_S),
                            .refr_tick(refr_tick),
                            .incdec1(incdec1),
                            .incdec2(incdec2),
                            .video_on(video_on),
                            .pixel_x(pixel_x),
                            .pixel_y(pixel_y),
                            .RGB(RGB));
endmodule
`timescale 1ns / 1ps
module VGA_Sync(
    input           clk,
    input           rst,
    output          h_sync,
    output          v_sync,
    output  [9:0]   pixel_x,
    output  [9:0]   pixel_y,
    output          video_on
    );
    wire            clk_VGA, h_vid_on, v_vid_on, h_scan;
    clk_25MHz               u0( .clk(clk),
                                .rst(rst),
                                .clk_out25MHz(clk_VGA));
    Horizontal_Scan_Count   u1( .clk_100MHz(clk),
                                .clk_VGA(clk_VGA),
                                .rst(rst),
                                .h_sync(h_sync),
                                .h_scan(h_scan),
                                .h_vid_on(h_vid_on),
                                .H_count(pixel_x));
    Vertical_Scan_Count     u2( .clk_100MHz(clk),
                                .clk_VGA(clk_VGA),
                                .h_scan(h_scan),
                                .rst(rst),
                                .v_sync(v_sync),
                                .v_vid_on(v_vid_on),
                                .V_count(pixel_y));
    assign video_on = h_vid_on && v_vid_on;
endmodule
`timescale 1ns / 1ps
module Vertical_Scan_Count(
    input               clk_100MHz,
    input               clk_VGA,
    input               h_scan,
    input               rst,
    output  reg         v_sync,
    output  reg         v_vid_on,
    output  reg [9:0]   V_count
    );
    reg     [9:0]   D;
    reg             v_scan;
    always @(posedge clk_100MHz, posedge rst)
        if(rst)
            V_count <= 10'b0;
        else if(clk_VGA)
                V_count <= D;
             else
                V_count <= V_count;
    always @(*) begin
        case({h_scan,v_scan})
            2'b00:      D = V_count;
            2'b01:      D = V_count;
            2'b10:      D = V_count + 10'b0000000001;
            2'b11:      D = 10'b0;
            default:    D = 10'b0;
        endcase
        if(V_count == 524)
            v_scan = 1'b1;
        else
            v_scan = 1'b0;
        v_sync =    ~((V_count > 489)  & (V_count < 492));
        v_vid_on =   ((V_count == 0)   | (V_count < 480));
    end      
endmodule
`timescale 1ns / 1ps
module clk_25MHz(
    input       clk,
    input       rst,
    output  reg clk_out25MHz
    );
    reg     [1:0]   Q;
    always @(posedge clk, posedge rst)
        if(rst)
            Q <= 2'b0;
        else
            Q <= Q + 2'b01;
    always @(*)
        if(Q == 2'b11)
            clk_out25MHz = 1'b1;
        else
            clk_out25MHz = 1'b0;
endmodule
`timescale 1ns / 1ps
module clk_60Hz(
    input       clk,
    input       rst,
    output  reg refr_tick
    );
    reg     [20:0]   Q;
    always @(posedge clk, posedge rst)
        if(rst)
            Q <= 21'b0;
        else
            Q <= Q + 21'b1;
    always @(*)
        if(Q == 21'b110010110111001101011)
            refr_tick = 1'b1;
        else
            refr_tick = 1'b0;
endmodule
==> design/flow/run.sh <==
#!/bin/bash
# OpenROAD 26Q1-2900-gdf79404cd8, Yosys 0.63+post, stock flow scripts
make -C /OpenROAD-flow-scripts/flow DESIGN_CONFIG=/design/flow/config.mk WORK_HOME=/design/flow/orfs finish
==> design/flow/config.mk <==
export PLATFORM = sky130hd
export DESIGN_NAME = Top_Level
export DESIGN_NICKNAME = Top_Level
export VERILOG_FILES = /design/flow/design.v
export SDC_FILE = /design/flow/constraint.sdc
export NUM_CORES = 4
export LEC_CHECK = 1
export CORE_UTILIZATION = 40
==> design/flow/constraint.sdc <==
current_design Top_Level

set clk_period 4.0
set clk_io_pct 0.2

create_clock -name clk0 -period $clk_period [get_ports {clk}]

set non_clock_inputs [all_inputs -no_clocks]
set_input_delay [expr $clk_period * $clk_io_pct] -clock clk0 $non_clock_inputs
set_output_delay [expr $clk_period * $clk_io_pct] -clock clk0 [all_outputs]
==> notes.md <==
yosys + openroad results -> outcome complete, no violations, highest clock frequency the design can meet 252 MHz, sort of element at the start of the critical path register, routability cong. 0.924, pin count of the biggest net entering global routing 50, number of routed nets with antenna violations 0, cell count after placement 1051, Clock transition at path regs 70 ps, ant diodes 0, power per unit of standard cell area 256 nW/um^2, number of cells in Yosys stat 798, endpoint kind of the worst setup timing path primary output, number of flops mapped to enable cells by yosys 0, minimum clock period after layout 3970 ps, Hold Violations, Final 0, Dominant Register Cell dfrtp_1, Cell Type Count 75, Worst-Margin Slew 674 ps, latest clock arrival within the worst-skew pair 350 ps, non-filler cells, final 1083, DR WL/cell 16.6 um, via count of the first global-routing pass 5697, Die Footprint 18500 um^2, Clock Root Buffer clkbuf_16, P&R area growth vs syn 18.5%, classification of the worst setup path reg2out, async set-or-reset flop fraction in the synthesized netlist 0.988, Post-Place Cell Area 7780 um^2, Final Skew 5.48 ps, CTS buffer count 9, sinks on the clock net 83, path category of the worst min-delay check reg2async, Worst Path Required 3200 ps, leading area contributor after synthesis dfrtp_1, static power due to leakage 3.93 nW, maximum ir drop on the vdd rail 0.259 mV, Synthesized registers 83, sum of routed wire length over all layers 18000 um, synthesized netlist cell count 798, leading cell type by number of instances after synthesis ha_1, detailed-route via count 5904, final-layout setup total negative slack 0 ps, post-synthesis sequential area ratio 0.291, # DRC 0, Critical path buffers and inverters 6, startpoint of the lowest-slack register-to-register path u3.paddle_top1[6]$_DFFE_PN1N_, Synth top area share 0.244, most used cell along the critical path buf_4, worst-case reg-to-reg path depth 9, total of endpoints with negative setup slack in the final report 0, initial antenna violation count 0, R2R Setup Slk 1360 ps, hold-fix buffers at CTS 0, final critical-path share of the clock period 0.992, total power consumption of the routed design 2.17 mW, height of the die 136 um, iteration count of the initial detailed-routing pass 5, cell area after technology mapping 7170 um^2, Final Cell Area 8490 um^2, post-synthesis area per instance 8.98 um^2, boundary pin count 18, highest cell delay on the worst timing path 590 ps, minimum setup slack after placement 27.9 ps, number of warning messages in the logs 56, slowest cell on the critical path dfstp_2, headroom to the max-slew limit 0.546, gr ovfl total 0, Die X-Extent 136 um, initial drt markers 352, total routing usage reported by global routing 0.213, Final Max Tran Viols 0, core utilization before placement 0.411, synthesis area per yosys 7170 um^2, CP Data Arrival Time 3170 ps, endpoint of the lowest-slack register-to-register path u3.ball_goingRight$_DFFE_PN1N_, TritonCTS clock tree built, number of filler cells placed in the layout 1635, count of input and output buffers 17, synth top area cells dfrtp_1, ha_1, xnor2_1, dfstp_2, inv_1, maximum fanout encountered on the critical timing path 5, deepest clock path buffer count 2, layout cell share with drive strength beyond 1 0.150, Ys Warns 6, vias per cell 5.45, CP cell instances inv_2, buf_4, ha_1, inv_2, ha_4, nand2b_1, a21oi_2, a2111oi_2, o31a_1, buf_4, a211o_4, buf_4, dlygate4sd2_1, total number of H-tree levels 3, standard cell core area 17400 um^2, Commonest cells post-synth ha_1, xnor2_1, dfrtp_1, final worst slack 30.8 ps, max-cap viol count 0, RSZ-0062 raised after global routing yes, HPWL after DPL 13500 um, global-route wire length before repair 29800 um, std cell rows 48, top cell family by delay on the critical path buffers and inverters
-- metrics by stage --
step,util,hold WS (ps)
after floorplan,-,324
after detailed placement,0.447,208
after global routing,0.488,242
final,0.488,187
after CTS,0.474,210
after global placement,0.447,208
-- layout by cell type, fill, tap and decap left out, types with 5 or more instances in the layout --
cell,count
clkdlybuf4s50_1,5
or3_1,10
nand3_1,39
xnor2_1,68
nand2b_1,7
ha_4,6
a21oi_1,37
inv_1,56
nor2_1,50
buf_4,59
nor4_1,7
o21ai_0,29
o2111ai_1,6
nor3_1,20
o21ai_1,7
nor4b_1,7
a211oi_1,7
xor2_1,8
nand4_1,21
and3_1,9
dlymetal6s2s_1,8
a31oi_1,12
dfstp_2,12
nand2_1,51
nor2b_1,8
clkbuf_16,9
dfrtp_1,70
ha_1,117
-- cell type report --
type	instances	area, um^2	share of cell area
Clock buffer	9	225	0.0265
Clock inverter	7	100	0.0118
Inverter	60	225	0.0265
Multi-Input combinational cell	621	4920	0.579
Sequential cell	83	2090	0.246
Tap cell	225	282	0.0332
Timing Repair Buffer	78	651	0.0766
-- what timing repair did --
item | 4_1_cts | 5_1_grt
gates resized | 23 | 34
setup endpoints to repair | 12 | 12
pin swaps | 14 | 14
buffers inserted | 9 | 8
endpoints found under the hold margin | 0 | 0
-- how the worst max path moves through the flow --
stage	startpoint	end	slack [ps]	depth (start not counted)
4_1_cts	u3.paddle_top1[3]$_DFFE_PN1N_	RGB[8]	10	12
5_1_grt	u3.paddle_top2[3]$_DFFE_PN1N_	RGB[8]	-110	14
6_report	u3.paddle_top2[3]$_DFFE_PN1N_	RGB[8]	30	13
-- kinds of logic after synthesis --
family / after synthesis / synth area share
and+or+nand+nor: 251 / 0.180
AOI/OAI and AO/OA: 162 / 0.153
xor gates and xnor gates: 80 / 0.0978
DFF: 83 / 0.291
adders and majority gates: 125 / 0.218
other: 1 / 0.000523
buffers and inverters: 94 / 0.0559
muxes: 2 / 0.00279
-- metal layers --
layer | up-vias | part of all wire | GRT usage
met1 | 2815 | 0.49 | 0.322
li1 | 2980 | - | -
met5 | - | 0 | 0
met2 | 96 | 0.46 | 0.343
met3 | 13 | 0.039 | 0.0315
met4 | 0 | 0.0090 | 0.0156
-- registers in the layout, indices dropped and copies added, names as in the netlist --
signal              count
u3.paddle_top2         10
u0.Qok                  1
u1.u1.H_count          10
u0.Qmeta                1
u3.ball_left            8
u1.u2.V_count          10
u2.Q                   21
u3.ball_goingDown       1
u3.ball_goingRight      1
u1.u0.Q                 2
u3.ball_top             8
u3.paddle_top1         10
-- worst register-to-register path: cells and delay by family (launching register included) --
kind | cells | cell delay [ps]
flops | 1 | 630
fa+ha+maj | 1 | 290
buf+inv | 2 | 280
compound gates | 3 | 670
simple gates | 3 | 680
-- power breakdown --
part           internal (mW)  switching (mW)  leakage, nW  total [mW]
Combinational          0.153           0.193         2.75       0.346
Sequential             0.863          0.0377         1.02       0.901
Clock                  0.552           0.376        0.160       0.928
Total                   1.57           0.607         3.93        2.17
Power is estimated from default activity; no workload was simulated.
